**flow/run.sh**
```bash
#!/bin/bash
# OpenROAD 26Q1-2900-gdf79404cd8, Yosys 0.63+post, stock flow scripts
make -C /OpenROAD-flow-scripts/flow DESIGN_CONFIG=/design/flow/config.mk WORK_HOME=/design/flow/orfs finish
```
**flow/config.mk**
```make
export PLATFORM = sky130hd
export DESIGN_NAME = Division_clock
export DESIGN_NICKNAME = Division_clock
export VERILOG_FILES = /design/flow/design.v
export SDC_FILE = /design/flow/constraint.sdc
export NUM_CORES = 4
export LEC_CHECK = 1
export CORE_AREA = 10 10 70 70
export DIE_AREA = 0 0 80 80
```
**flow/constraint.sdc**
```tcl
current_design Division_clock

set clk_period 2.1
set clk_io_pct 0.2

create_clock -name clk0 -period $clk_period [get_ports {clk}]

set non_clock_inputs [all_inputs -no_clocks]
set_input_delay [expr $clk_period * $clk_io_pct] -clock clk0 $non_clock_inputs
set_output_delay [expr $clk_period * $clk_io_pct] -clock clk0 [all_outputs]
```
**flow/design.v**
```verilog
module Division_clock #(
    parameter n = 10  
) (
    input wire clk,  
    output wire clk_out  
);
reg [log2(n)-1:0] counter;  
wire clk_out_int;  
function integer log2;
    input integer value;
    begin
        value = value - 1;
        for (log2 = 0; value > 0; log2 = log2 + 1)
            value = value >> 1;
    end
endfunction
always @(posedge clk) begin
    if (counter == n-1) begin
        counter <= 0;
    end else begin
        counter <= counter + 1;
    end
end
assign clk_out_int = (counter == n/2) ? 1'b1 : 1'b0;
assign clk_out = clk_out_int;
endmodule
```
==> tab_implementation.tex <==
% Yosys + OpenROAD metrics
\begin{tabular}{lr}
\hline
Metric & Value \\
\hline
\multicolumn{2}{l}{\textbf{Drt}} \\
\quad Vias after detailed routing & 140 \\
\quad Final antenna diode count & 0 \\
\quad Wirelength per Cell & 4.629 µm \\
\quad Detailed-router iteration count before antenna repair & 2 \\
\quad Total Wirelength & 324 µm \\
\quad Via density & 2.000 \\
\quad Number of remaining DRC errors & 0 \\
\quad Number of design-rule violations left by the first detailed-router iteration & 31 \\
\quad Number of routed nets with antenna violations & 0 \\
\multicolumn{2}{l}{\textbf{Floorplanning}} \\
\quad Row count & 21 \\
\quad Chip Footprint & 6400 µm² \\
\quad Core Footprint & 3416 µm² \\
\quad I/O pin cnt & 2 \\
\quad Fp util & 0.04872 \\
\quad Vertical die dimension & 80 µm \\
\quad Die Wd & 80 µm \\
\multicolumn{2}{l}{\textbf{Synthesis}} \\
\quad Top-area cell share & 0.4812 \\
\quad Share of the yosys chip area belonging to registers & 0.4812 \\
\quad \# Cells Yosys & 20 \\
\quad Cell area after technology mapping & 166.4 µm² \\
\quad Leading area contributor after synthesis & sky130\_fd\_sc\_hd\_\_dfxtp\_1 \\
\quad Yosys synthesis warning count & 1 \\
\quad Avg Cell Area, Syn & 8.321 µm² \\
\quad Post-synthesis register bit count & 4 \\
\quad Unique cell type count in the Yosys netlist & 9 \\
\quad Gate count after technology mapping & 20 \\
\quad Largest cells by area after synthesis & sky130\_fd\_sc\_hd\_\_dfxtp\_1 (48\%), sky130\_fd\_sc\_hd\_\_ha\_1 (15\%), sky130\_fd\_sc\_hd\_\_nand3\_1 (9.0\%), sky130\_fd\_sc\_hd\_\_nor2\_1 (9.0\%), sky130\_fd\_sc\_hd\_\_inv\_1 (4.5\%) \\
\quad Chip area from the yosys synthesis statistics & 166.4 µm² \\
\multicolumn{2}{l}{\textbf{Global route}} \\
\quad Overflow left after global routing & 0 \\
\quad Wire length of the first global-routing pass & 648 µm \\
\quad Global-route usage over all layers & 0.01414 \\
\quad Number of antenna violations at the first check in global routing & 0 \\
\quad Vias in the first global route & 150 \\
\quad Maximum number of pins on one net before global-route repair & 6 \\
\multicolumn{2}{l}{\textbf{Final timing}} \\
\quad Slew at the pin closest to its max-slew limit & 0.1380 ns \\
\quad Post-route clock skew & 0.006524 ns \\
\quad Final critical path time including I/O delays and setup & 1.855 ns \\
\quad Count of endpoints failing hold in the final timing report & 0 \\
\quad Final setup violation count & 0 \\
\quad RSZ-0062 raised after global routing & no \\
\quad Summed negative setup slack over all endpoints & 0 ns \\
\quad Final slew viol count & 0 \\
\quad Worst slew margin relative to its limit & 0.9070 \\
\quad Highest Clock Rate & 539.1 MHz \\
\quad Final worst slack & 0.2451 ns \\
\quad Period Utilization, post-route & 0.8833 \\
\multicolumn{2}{l}{\textbf{Setup path}} \\
\quad Worst Path Arrival & 1.43 ns \\
\quad Worst reg-to-reg path cell count & 4 \\
\quad Endpoint required time on the critical path & 1.68 ns \\
\quad Category of the most critical setup path & register to primary output \\
\quad Top fanout value on the critical path & 4 \\
\quad Cell-by-cell trace of the critical path & ha\_1 -> nand2\_1 -> nor2\_1 -> clkdlybuf4s50\_1 \\
\quad Cell family with most CP delay & buffers and inverters \\
\quad Reg-to-Reg Start & counter[0] \\
\quad Capturing point of the worst reg2reg path & counter[0] \\
\quad Total buffers and inverters traversed by the critical path & 1 \\
\quad Capture point of the critical path & clk\_out \\
\quad Highest cell delay on the worst timing path & 0.47 ns \\
\quad Logic depth of the worst setup path including buffers & 4 \\
\quad Critical path launch point & counter[0] \\
\quad Setup crit start kind & register \\
\quad Cell type of the slowest stage on the worst timing path & sky130\_fd\_sc\_hd\_\_clkdlybuf4s50\_1 \\
\quad Critical path endpoint category & primary output \\
\quad Worst-case register-to-register setup slack & 1.13 ns \\
\multicolumn{2}{l}{\textbf{Clock network}} \\
\quad Post-cts hold-fix buffer tally & 0 \\
\quad CTS Buffer Depth & 2 \\
\quad Clock transition time at the flip-flop clock pins of the worst setup and hold paths & 0.03 ns \\
\quad TritonCTS buffer count & 3 \\
\quad Count of instances resized after the clock tree is built & 0 \\
\quad CTS tree & done \\
\quad Post-CTS Setup Inserts & 0 \\
\quad Clk root buf & sky130\_fd\_sc\_hd\_\_clkbuf\_4 \\
\quad Worst-skew pair later-pin latency & 0.24 ns \\
\quad Max H-tree Level & 1 \\
\quad Total clock sinks & 4 \\
\multicolumn{2}{l}{\textbf{Layout}} \\
\quad Non-filler cells in the finished layout & 70 \\
\quad Flip-flop count of the largest register after layout & 4 \\
\quad Largest registers & counter (4) \\
\quad Design Area, Final & 256.5 µm² \\
\quad Register ranked first by flip-flop count & counter \\
\quad Share of layout cells above drive strength 1 & 0.1250 \\
\quad MI comb area & 78.83 µm² \\
\quad Area overhead of the layout relative to synthesis & 54.13\% \\
\quad Filler cell count in the final layout & 414 \\
\quad Share of the core filled with cells & 0.07509 \\
\quad Flip-flop and latch area & 80.08 µm² \\
\multicolumn{2}{l}{\textbf{Flow run}} \\
\quad Number of max-cap violations & 0 \\
\quad Count of warning messages emitted by the tools & 26 \\
\multicolumn{2}{l}{\textbf{Power and ir drop}} \\
\quad Switching part of the total power & 0.1787 \\
\quad Worst vdd ir & 0.1362 mV \\
\quad Reg power frac & 0.448 \\
\quad Total power divided by cell area & 665.7 nW/µm² \\
\quad Internal Power & 0.1402 mW \\
\quad Part of the total power dissipated in the clock network & 0.552 \\
\quad Combinational share of power & 0 \\
\quad Leak Pwr & 0.07601 nW \\
\quad Net Sw Power & 0.03051 mW \\
\multicolumn{2}{l}{\textbf{Placed design}} \\
\quad Number of port buffers & 1 \\
\quad Pre-CTS setup slack & 0.4820 ns \\
\quad Number of cells in the design after placement & 67 \\
\quad Area of placed instances & 234.0 µm² \\
\quad Global placer's final weighted congestion & 0.6180 \\
\multicolumn{2}{l}{\textbf{Min path}} \\
\quad Launch instance of the worst min-delay path & counter[0] \\
\quad Hold depth & 1 \\
\quad Worst Hold Class & register to register \\
\multicolumn{2}{l}{\textbf{Run status}} \\
\quad Status & finished, final reports clean \\
\hline
\end{tabular}
## placed cells by master, fill, tap and decap left out
cell	count
sky130_fd_sc_hd__clkbuf_4	3
sky130_fd_sc_hd__clkdlybuf4s50_1	1
sky130_fd_sc_hd__dfxtp_1	4
sky130_fd_sc_hd__ha_1	2
sky130_fd_sc_hd__inv_1	2
sky130_fd_sc_hd__nand2_1	2
sky130_fd_sc_hd__nand2b_1	1
sky130_fd_sc_hd__nand3_1	3
sky130_fd_sc_hd__nor2_1	4
sky130_fd_sc_hd__o21ai_0	1
sky130_fd_sc_hd__o21ai_1	1
## cells by family (layout without fill, tap and decap cells)
| kind of cell | Yosys count | count (layout) | share of synthesized area |
|---|---|---|---|
| AND/OR/NAND/NOR | 10 | 10 | 0.2631 |
| adder cells (fa/ha/maj) | 2 | 2 | 0.1504 |
| AND-OR/OR-AND | 2 | 2 | 0.06009 |
| buffers and inverters | 2 | 6 | 0.04513 |
| flip-flops | 4 | 4 | 0.4812 |
## area by class of cell
class / count / share of cell area
clock buffers: 3 / 0.08780
multi-input cells: 14 / 0.3073
well taps: 46 / 0.2244
flip-flops and latches: 4 / 0.3122
inverters: 2 / 0.02927
repair buffers: 1 / 0.03902
## how the worst min path moves through the flow
stage,endpoint,slack (ns)
CTS,counter[0],0.47
finish,counter[0],0.46
global route,counter[0],0.50
## power by group through the flow
stage / combinational [mW] / sequential, mW / clock [mW]
after CTS: 0.0000000300 / 0.0764 / 0.0977
after global routing: 0.0000000300 / 0.0763 / 0.107
final: 0.0000000300 / 0.0764 / 0.0943
## layer usage
| metal | track usage | vias to the layer above | part of all wire |
|---|---|---|---|
| met5 | 0 | - | 0 |
| met4 | 0.005282 | 0 | 0 |
| met3 | 0.02386 | 0 | 0.27 |
| met2 | 0.01445 | 5 | 0.35 |
| met1 | 0.01267 | 62 | 0.38 |
| li1 | - | 73 | - |
## through the flow
step | total power, mW | hold WS [ns]
after global placement | 0.07755 | 0.4457
final | 0.1708 | 0.4636
after global routing | 0.1835 | 0.4964
after floorplan | 0.07755 | 0.4333
after detailed placement | 0.07755 | 0.4657
after CTS | 0.1741 | 0.4734
## synth_stat cells
cell type and number:
sky130_fd_sc_hd__nand3_1 3, sky130_fd_sc_hd__dfxtp_1 4, sky130_fd_sc_hd__nor2_1 4, sky130_fd_sc_hd__nand2b_1 1, sky130_fd_sc_hd__o21ai_0 1, sky130_fd_sc_hd__o21ai_1 1
sky130_fd_sc_hd__ha_1 2, sky130_fd_sc_hd__nand2_1 2, sky130_fd_sc_hd__inv_1 2
No activity file was given, so power comes from the tool's default toggle rates.
